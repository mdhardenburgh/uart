<file path="design/flow/config.mk">
export PLATFORM = sky130hd
export DESIGN_NAME = transmitter
export DESIGN_NICKNAME = transmitter
export VERILOG_FILES = /design/flow/design.v
export SDC_FILE = /design/flow/constraint.sdc
export NUM_CORES = 4
export LEC_CHECK = 1
export CORE_AREA = 10 10 70 70
export DIE_AREA = 0 0 80 80
</file>
<file path="design/flow/constraint.sdc">
current_design transmitter

set clk_period 2.2
set clk_io_pct 0.2

create_clock -name clk0 -period $clk_period [get_ports {clk}]

set non_clock_inputs [all_inputs -no_clocks]
set_input_delay [expr $clk_period * $clk_io_pct] -clock clk0 $non_clock_inputs
set_output_delay [expr $clk_period * $clk_io_pct] -clock clk0 [all_outputs]
</file>
<file path="design/flow/design.v">
package uartUtil;
    typedef enum logic[1:0] 
    {
        IDLE,
        START,
        SEND,
        STOP
    } states_t;
    parameter int uartFrameSize = 8;
endpackage
module transmitter
(
    input logic clk,  
    input logic rst,  
    input logic send,  
    input logic[7:0] byteToLoad,  
    output logic transmitOutput,  
    output logic done  
);
    uartUtil::states_t stateCounter;
    uartUtil::states_t nextState;
    logic[2:0] sendCounter;
    always_ff @(posedge clk) 
    begin : incrementState
        if(rst)
        begin
            stateCounter <= uartUtil::IDLE;
        end
        else
        begin
            stateCounter <= nextState;
        end
    end
    always_ff @(posedge clk)
    begin: sendCounterLogic
        if(rst)
        begin
            sendCounter <= 3'b0;
        end
        else
        begin
            case(stateCounter)
                uartUtil::IDLE: sendCounter <= 3'b0;
                uartUtil::START: sendCounter <= 3'b0;
                uartUtil::SEND: sendCounter <= sendCounter + 1;
                uartUtil::STOP: sendCounter <= 3'b0;
            endcase
        end
    end
    always_comb 
    begin: nextStateLogic
        if(rst)
        begin
            nextState = uartUtil::IDLE;
        end
        else
        begin
            unique case(stateCounter)
                uartUtil::IDLE:
                begin
                    if(send)
                    begin
                        nextState = uartUtil::START;
                    end
                    else
                    begin
                        nextState = uartUtil::IDLE;
                    end
                end
                uartUtil::START:
                begin
                    nextState = uartUtil::SEND;
                end
                uartUtil::SEND:
                begin
                    if(sendCounter == 3'd7)
                    begin
                        nextState = uartUtil::STOP;
                    end
                    else
                    begin
                        nextState = uartUtil::SEND;
                    end
                end
                uartUtil::STOP:
                begin
                    if(send)
                    begin
                        nextState = uartUtil::START;
                    end
                    else
                    begin
                        nextState = uartUtil::IDLE;
                    end
                end
                default:
                begin
                    nextState = uartUtil::IDLE;
                end
            endcase
        end
    end
    always_comb
    begin: outputLogic
        case(stateCounter)
            uartUtil::IDLE:
            begin
                transmitOutput = 1'b1;
                done = 1'b0;
            end
            uartUtil::START:
            begin
                transmitOutput = 1'b0;
                done = 1'b0;
            end
            uartUtil::SEND:
            begin
                transmitOutput = byteToLoad[sendCounter];
                done = 1'b0;
            end
            uartUtil::STOP:
            begin
                transmitOutput = 1'b1;
                done = 1'b1;
            end
        endcase
    end
endmodule
</file>
<file path="design/flow/run.sh">
#!/bin/bash
# OpenROAD 26Q1-2900-gdf79404cd8, Yosys 0.63+post, stock flow scripts
make -C /OpenROAD-flow-scripts/flow DESIGN_CONFIG=/design/flow/config.mk WORK_HOME=/design/flow/orfs finish
</file>
==> run notes <==
impl run done, here's what came out: Pwr Density 572 mW/mm2, Crit Path Class input pin to output pin, top cell type by total area after synthesis dfxtp_1, Total Routing Usage GR 2.74%, Iter 0 DRT Violations 23, input/output buffers 12, Boundary Pins 13, DRC violations left 0, initial antenna violation count 0, Inserted Clock Buffers 3, # setup viols final 0, Synth Instances 29, worst min path class flip-flop to flip-flop, WL/cell 8.59 um, worst path cell trace clkdlybuf4s50_1, mux4_2, nor2_2, o21ai_1, clkdlybuf4s15_1, status complete, no violations, clock latency (worst-skew pair) 0.26 ns, antenna cells 0, min Tclk post-route 2.13 ns, Post-synth seq share 46.1%, Comb power frac 12.8%, die width 80 um, FF-to-FF Start sendCounter[0], Post-DRT Antenna Nets 0, syn avg cell area 10.5 um2, count of cell types in the netlist 16, post-DR vias/cell 2.87, vias in the first global route 285, CTS H-tree lvls 1, Clock Tree Buf Depth 2, critical path startpoint category input pin, critical path arrival 1.69 ns, hold path endpoint stateCounter[3], Synth flops 7, Finished Layout Cells 91, slowest stage delay, CP 0.48 ns, total gr overflow 0, worst-margin pin slew 0.387 ns, Yosys warning count 1, relative slew slack 74.0%, Final Max Tran Viols 0, first-pass GRT wire length 1.35 mm, Placed Cells 87, Clock power frac 40.6%, Rows 21, Log Warnings 25, via count 261, synthesized cell area 304 um2, RSZ-0062 raised after global routing false, crit share post-route 96.8%, Commonest Layout Cell clkdlybuf4s50_1, final hold violations 0, crit path capture type output pin, die height 80 um, r2r endpoint stateCounter[1], Fmax achieved 470 MHz, Final Skew 0.00701 ns, largest net degree at the start of global routing 6, Top-area cell share 46.1%, Post-CTS Repair Setup Buffers 0, Switching Power 0.0632 mW, Initial Util 8.90%, LEAKAGE 0.183 nW, yosys stat area 304 um2, post-layout util 14.9%, DR pass1 iterations 4, Yosys Instances 29, VDD IR-drop max 0.351 mV, Req. time, crit path 1.76 ns, layout overhead on the synthesized area 67.9%, ratio of cells with drive above 1 in the final layout 17.8%, Switching Fraction 21.6%, GP Congestion 0.764, final WL 782 um, Fin Hold WS 0.463 ns, r2r setup slk 1.08 ns, sequential power share 46.5%, Crit Path Max Fanout 1, clock root cell clkbuf_4, Top Layout Cells clkdlybuf4s50_1, dfxtp_1, nor2_1, clkbuf_4, Die Area 0.00640 mm2, CTS Sinks 7, reported max-cap violation count 0, CP max-delay cell mux4_2, Synth area leaders dfxtp_1, ha_1, mux2_2, Final HPWL DP 636 um, R2R depth 5, TritonCTS clock tree yes, core area 0.00342 mm2, P_int 0.229 mW, hold depth 2, Reg clk slew, reported paths 0.06 ns, hold wc startpoint stateCounter[1]
-- power groups by stage --
stage                 logic (mW)  registers, mW  clock network, mW
after global routing      0.0414          0.137              0.136
final                     0.0374          0.136              0.119
after CTS                 0.0363          0.136              0.122
-- how the worst max path moves through the flow --
stage / start / slack (ns) / cells after the start / endpoint
final: byteToLoad[3] / 0.07 / 5 / transmitOutput
after global routing: byteToLoad[2] / 0.008 / 5 / transmitOutput
after CTS: byteToLoad[3] / 0.02 / 5 / transmitOutput
-- metrics by stage --
stage	power, mW	TNS [ns]	setup slack [ns]	area, um2
final	0.292	0	0.0708	510
after global routing	0.315	0	0.00812	510
after CTS	0.295	0	0.0219	507
after detailed placement	0.176	-0.128	-0.128	482
after global placement	0.175	-0.119	-0.119	482
after floorplan	0.151	0	0.734	304
-- flip-flops by register name (all words and copies together), names as in the netlist --
register	flops
sendCounter	3
stateCounter	4
-- synth_stat cells --
| cell type | count |
|---|---|
| and2b_2 | 1 |
| nor2_1 | 4 |
| a21oi_1 | 1 |
| inv_1 | 1 |
| mux4_2 | 1 |
| o21bai_1 | 1 |
| nor4_1 | 1 |
| o21ai_1 | 1 |
| o221ai_1 | 1 |
| nor3b_1 | 1 |
| nand2_1 | 2 |
| nand2b_1 | 1 |
| mux2_2 | 2 |
| and2_1 | 2 |
| ha_1 | 2 |
| dfxtp_1 | 7 |
-- cell families after synthesis --
kind of cell	share of synthesized area, %
simple gates	21.0
flops	46.1
compound gates	8.64
mux	14.8
fa+ha+maj	8.23
buf+inv	1.23
-- what timing repair did --
action / 4_1_cts / 5_1_grt
pin swaps: 1 / 0
hold buffers: 0 / 0
gates resized: 1 / 2
setup endpoints to repair: 1 / 1
-- layout make-up --
cell class                 instances  area [um2]
sequential                         7         140
timing repair buffer              12         120
inverter                           1        3.75
multi-input combinational         21         163
fill                             391        2910
tap                               46        57.6
clock buffer                       4        26.3
-- critical path: cells and delay by family --
| kind | cells | cell delay [ns] |
|---|---|---|
| buffers and inverters | 2 | 0.60 |
| muxes | 1 | 0.48 |
| and+or+nand+nor | 1 | 0.11 |
| AOI/OAI and AO/OA | 1 | 0.07 |
-- metal layers --
metal | wire (um) | up-vias | track usage [%]
li1 | - | 136 | -
met1 | 423 | 104 | 4.21
met2 | 160 | 19 | 2.25
met3 | 191 | 2 | 2.84
met4 | 6 | 0 | 0.352
met5 | 0 | - | 0
Power is estimated from default activity; no workload was simulated.
