$ cat flow/design.v
package uartUtil;
    typedef enum logic[1:0] 
    {
        IDLE,
        START,
        SEND,
        STOP
    } states_t;
    parameter int uartFrameSize = 8;
endpackage
module reciever
(
    input logic clk,
    input logic rst,
    input logic recieverInput,
    output logic[7:0] byteRecieved,
    output logic done
);
    uartUtil::states_t stateCounter;
    uartUtil::states_t nextState;
    logic[3:0] recieveCounter;
    logic[7:0] recievedInput;
    assign recievedInput = ({recieverInput, 7'b0}|(byteRecieved>>1));
    always_ff @(posedge clk) 
    begin : incrementState
        if(rst)
        begin
            stateCounter <= uartUtil::IDLE;
        end
        else
        begin
            stateCounter <= nextState;
        end
    end
    always_ff @(posedge clk)
    begin: recieveCounterLogic
        if(rst)
        begin
            recieveCounter <= 4'b0;
        end
        else
        begin
            unique case(stateCounter)
                uartUtil::START, uartUtil::SEND: 
                begin
                    if(recieveCounter < 8)
                    begin
                        recieveCounter <= recieveCounter + 1;
                    end
                    else
                    begin
                        recieveCounter <= recieveCounter;
                    end
                end
                uartUtil::IDLE, uartUtil::STOP:
                begin
                    recieveCounter <= 4'b0;
                end
            endcase
        end
    end
    always_ff@(posedge clk)
    begin:shiftRegister
        if(rst)
        begin
            byteRecieved <= 8'h00;
        end
        else
        begin
            unique case(stateCounter)
                uartUtil::START: 
                begin
                    byteRecieved <= recievedInput;
                end
                uartUtil::SEND:
                begin
                    if((recieveCounter > 4'd7))
                    begin
                        byteRecieved <= byteRecieved;
                    end
                    else
                    begin
                        byteRecieved <= recievedInput;
                    end
                end
                uartUtil::IDLE, uartUtil::STOP:
                begin
                    byteRecieved <= byteRecieved;
                end
            endcase
        end
    end 
    always_comb
    begin: nextStateLogic
        if(rst)
        begin
            nextState = uartUtil::IDLE;
        end
        else
        begin
            unique case(stateCounter)
                uartUtil::IDLE:
                begin
                    if(recieverInput == 1'b0)
                    begin
                        nextState = uartUtil::START;
                    end
                    else
                    begin
                        nextState = uartUtil::IDLE;
                    end
                end
                uartUtil::START:
                begin
                    nextState = uartUtil::SEND;
                end
                uartUtil::SEND:
                begin
                    if((recieveCounter > 4'd7) && (recieverInput == 1'b1))
                    begin
                        nextState = uartUtil::STOP;
                    end
                    else
                    begin
                        nextState = uartUtil::SEND;
                    end
                end
                uartUtil::STOP:
                begin
                    if(recieverInput == 1'b0)
                    begin
                        nextState = uartUtil::START;
                    end
                    else
                    begin
                        nextState = uartUtil::IDLE;
                    end
                end
                default:
                begin
                    nextState = uartUtil::IDLE;
                end
            endcase
        end
    end
    always_comb
    begin: outputLogic
        if(stateCounter == uartUtil::STOP)
        begin
            done = 1'b1;
        end
        else
        begin
            done = 1'b0;
        end
    end
endmodule
$ cat flow/config.mk
export PLATFORM = sky130hd
export DESIGN_NAME = reciever
export DESIGN_NICKNAME = reciever
export VERILOG_FILES = /design/flow/design.v
export SDC_FILE = /design/flow/constraint.sdc
export NUM_CORES = 4
export LEC_CHECK = 1
export CORE_AREA = 10 10 70 70
export DIE_AREA = 0 0 80 80
$ cat flow/constraint.sdc
current_design reciever

set clk_period 1.5
set clk_io_pct 0.2

create_clock -name clk0 -period $clk_period [get_ports {clk}]

set non_clock_inputs [all_inputs -no_clocks]
set_input_delay [expr $clk_period * $clk_io_pct] -clock clk0 $non_clock_inputs
set_output_delay [expr $clk_period * $clk_io_pct] -clock clk0 [all_outputs]
$ cat flow/run.sh
#!/bin/bash
# OpenROAD 26Q1-2900-gdf79404cd8, Yosys 0.63+post, stock flow scripts
make -C /OpenROAD-flow-scripts/flow DESIGN_CONFIG=/design/flow/config.mk WORK_HOME=/design/flow/orfs finish
==> run notes <==
Detailed placement reports a standard cell area of 774 sq um. Counting tap cells, the placed design contains a total of 126 instances. The run gives 12 for the number of ports placed on the die boundary. The clock root buffer is sky130_fd_sc_hd__clkbuf_4. The run gives 715 uV for the maximum vdd ir drop. At the end of routability-driven placement, the weighted congestion stood at 0.798. With the area growth from synthesis to layout at 37.0%, the delay of the slowest cell on the worst path is 0.47 ns. The TritonCTS sink count was 16.

The capture point of the critical path was reported as byteRecieved[5]. The final layout contains routed wiring with a total length of 1310 microns. Post-synth tally of flip-flops with integrated enable: 0.

The netlist area before placement was 608 sq um. The count of distinct cell types in the synthesized netlist came out at 19. The peak fanout along the critical path is 3. Once layout is done, the placed cells without fillers occupy 833 sq um.

The synthesis report names the predominant flop master as sky130_fd_sc_hd__dfxtp_1. The routed design shows a wire length per standard cell of 9.94 microns. The most frequent cell after synthesis was sky130_fd_sc_hd__nand2_1. The share of Yosys cell area claimed by the top area cell type was 52.7%.

The number of max-cap violations is 0, and the cell count in the Yosys report is 70. For this design the ratio of total power to cell area is 932 nW/um^2. The most critical hold endpoint after final layout shows a slack of 0.471 ns. The run gives 0.00164 ns for the clock tree skew after final layout. The run gives 0.28 ns for the worst-skew pair later-pin latency.

The required time at the worst endpoint is listed as 1.20 ns. The overall die height was 80 microns; the flop-to-flop setup slack was 0.34 ns. Number of antenna violations at the first check in global routing: 0.

In the final layout, the share of cells above drive strength 1 is 15.1%. Warnings raised by the tools during the run amount to 25. The library cell with the largest summed area after synthesis is sky130_fd_sc_hd__dfxtp_1. After routing, the total negative slack on setup checks comes to 0 ns.

The post-synthesis register bit count works out to 16. The run gives 0 for the remaining antenna violation count after routing. For the number of placement rows, the log shows 21. In this run the critical register-to-register path is launched from stateCounter[3]. The run gives 4 for the iteration tally of the first detailed-router pass. Clock tree synthesis inserted a total of 3 buffers. Of the synthesized area, sequential elements account for 52.7%. The run gives 74.6% as the remaining max-slew budget at the tightest pin. Xor and xnor area share after synthesis: 0%. STA classifies the critical path endpoint as an output port. Grouping stages by cell kind, the critical path spends the most delay in buffers and inverters. The first global-routing pass estimated 2170 microns of wire. The number of buffers between clock root and the deepest sink is 2. The total buffers and inverters traversed by the critical path was 1.

The share of synthesized area spent on multiplexers works out to 0%. For the final number of setup-violating endpoints, the log shows 0. The chip width works out to 80 microns.

TritonCTS built the clock tree. The run gives 0 as the count of pins over their slew limit. Slew of the pin with the lowest slew margin: 0.379 ns. The worst hold path belongs to the class register to register. The leakage power of the design was 0.275 nW. In this run, the synthesized area fraction spent on adder and majority cells is recorded as 2.06%.

The share of the core area taken by cells at floorplan is 17.8%. The area fraction in compound gates was 20.0%; the maximum level of the CTS H-tree was 1. The commonest cells after synthesis are sky130_fd_sc_hd__nand2_1 (20), sky130_fd_sc_hd__dfxtp_1 (16), sky130_fd_sc_hd__a21oi_1 (12), sky130_fd_sc_hd__nor2_1 (3). The kind of launch point of the worst setup path was a register. In the final layout, the multi-input gates occupy 279 sq um. For the post-synthesis chip area from yosys, the log shows 608 sq um.

In the synthesized netlist, the number of instances is 70. The pin count of the biggest net entering global routing was 11. By area, the combinational part of the netlist is dominated by simple AND/OR/NAND/NOR gates. The clock slew seen by the registers of the worst setup and hold paths came out at 0.09 ns. Yosys warning count: 1. The largest individual stage delay along the critical path comes from the cell sky130_fd_sc_hd__clkdlybuf4s50_1. Setup repair after global routing left no endpoint under its margin.

Summing the areas of all and, or, nand and nor instances in the mapped netlist gives 23.9% of the synthesized area. For the post-detailed-placement half-perimeter wirelength, the log shows 906 microns. The non-filler instance count after layout came out at 132.

The signal arrival time at the worst endpoint was 1.11 ns; the remaining design rule violation count was 0. The critical path is of the register to output port type. Counting the fill cells in the layout gives 363. Port buffering added 11 buffers. The area taken by sequential standard cells is reported as 328 sq um. For this run, asynchronously set or reset flops after synthesis account for 0%. Hold repair after CTS inserted 0 buffers. With the final critical path time including I/O delays and setup at 1.41 ns, the violation count after the first detailed-routing iteration is 18. The count of cells along the worst register-to-register path is 4, and the final hold violation count is 0.

The logs give 4.00% for the combined global-route utilization of all metal layers and 3420 sq um for the placeable core region. The average instance in the mapped netlist occupies 8.69 sq um. By area the synthesized netlist is led by sky130_fd_sc_hd__dfxtp_1 (53%), sky130_fd_sc_hd__nand2_1 (12%), sky130_fd_sc_hd__a21oi_1 (9.9%), sky130_fd_sc_hd__a211oi_4 (3.3%), sky130_fd_sc_hd__nand4b_1 (2.9%). Walking the worst path, the cells encountered are clkdlybuf4s50_1. Count of cell instances traversed by the critical path: 1. After global routing the overflow that remains totals 0. For this run, the top clock speed supported by timing is 0.708 GHz.

The via count of the first global-routing pass came out at 482. The run finished with clean final reports. Using the TritonRoute via totals, the vias-per-cell ratio works out to 4.05. The worst path uses 94.2% of the clock period.

The tools report the number of diodes as 0. For the chip area, the log shows 6400 sq um. The critical path starts at byteRecieved[5]. Looking at the reg2reg group, the worst path ends at byteRecieved[2]. For the detailed-route via count, the log shows 535.
[metal layers]
layer,part of all wire (%),global-route usage [%]
met1,49,5.40
met2,39,5.54
met4,0.38,0.352
met5,0,0
met3,12,2.39
[state kept, by name, indices dropped and copies added (netlist names)]
register	cells
stateCounter	4
byteRecieved	8
recieveCounter	4
[kinds of logic after synthesis]
family / after synthesis
flip-flops: 16
adder cells (fa/ha/maj): 1
buffers and inverters: 2
AND/OR/NAND/NOR: 32
AND-OR/OR-AND: 19
[final cells by class]
type	instances	area share, %
clock buffer	4	4.35
timing repair buffer	14	15.9
sequential	16	39.3
multi-input combinational	52	33.5
tap	46	6.91
[placed cells by master, fill, tap and decap left out, drive strengths merged]
master	n
nor3	2
nand3	2
nor3b	1
nand2b	1
ha	1
dfxtp	16
clkbuf	4
clkdlybuf4s50	11
a21oi	12
a211o	1
a211oi	1
o21ai	3
o21a	1
buf	3
nand2	20
nand4b	2
nor2	3
nand3b	1
o221ai	1
[worst min path at each step]
stage / start / endpoint / slack (ns) / depth (start not counted)
finish: byteRecieved[2] / byteRecieved[1] / 0.47 / 2
global route: byteRecieved[6] / byteRecieved[5] / 0.49 / 2
CTS: byteRecieved[6] / byteRecieved[5] / 0.47 / 2
[worst min-delay path, cell delays in order, from the launching register on]
cell and delay (ns):
sky130_fd_sc_hd__dfxtp_2 0.34, sky130_fd_sc_hd__nand2_1 0.05, sky130_fd_sc_hd__a21oi_1 0.05
[report_power, final]
part	internal [mW]	total, mW	switching [mW]	leakage [nW]
registers	0.433	0.445	0.0119	0.132
logic	0.0225	0.0488	0.0263	0.122
clock network	0.148	0.283	0.135	0.0210
total	0.603	0.777	0.174	0.275
[through the flow]
step | setup WS (ns) | power [mW] | utilization (%)
2_1_floorplan | 0.506 | 0.484 | -
3_3_place_gp | 0.159 | 0.503 | 22.7
3_5_place_dp | 0.141 | 0.505 | 22.7
4_1_cts | 0.0223 | 0.783 | 23.8
5_1_grt | 0.0260 | 0.813 | 24.4
6_report | 0.0875 | 0.777 | 24.4
[repair_timing]
item	in CTS	in global routing
endpoints found under the hold margin	0	0
endpoints found under the setup margin	1	4
gates resized	2	3
buffers inserted	0	2
Power figures rest on the tool's default switching activity, not on a simulated workload.
